$ cat flow/config.mk
export PLATFORM = sky130hd
export DESIGN_NAME = memory_switch
export DESIGN_NICKNAME = memory_switch
export VERILOG_FILES = /design/flow/design.v
export SDC_FILE = /design/flow/constraint.sdc
export NUM_CORES = 4
export LEC_CHECK = 1
export CORE_AREA = 10 10 299 299
export DIE_AREA = 0 0 309 309
$ cat flow/constraint.sdc
current_design memory_switch

set clk_period 1.1
set clk_io_pct 0.2

create_clock -name clk0 -period $clk_period [get_ports {clk}]

set non_clock_inputs [all_inputs -no_clocks]
set_input_delay [expr $clk_period * $clk_io_pct] -clock clk0 $non_clock_inputs
set_output_delay [expr $clk_period * $clk_io_pct] -clock clk0 [all_outputs]
$ cat flow/design.v
`timescale 1ns / 1ps
module memory_switch(addr, clk,
in_A_1, in_B_1, in_C_1, in_D_1, in_E_1, in_F_1, in_G_1, in_H_1,
in_A_2, in_B_2, in_C_2, in_D_2, in_E_2, in_F_2, in_G_2, in_H_2,
out_A, out_B, out_C, out_D, out_E, out_F, out_G, out_H);
	input wire addr, clk;
	input wire [31:0] in_A_1, in_B_1, in_C_1, in_D_1, 
		in_E_1, in_F_1, in_G_1, in_H_1;
	input wire [31:0] in_A_2, in_B_2, in_C_2, in_D_2, 
		in_E_2, in_F_2, in_G_2, in_H_2;
	output reg [31:0] out_A, out_B, out_C, out_D, out_E, 
		out_F, out_G, out_H;
	always @(posedge clk) begin
		if (addr == 0) begin
			out_A = in_A_1;
			out_B = in_B_1;
			out_C = in_C_1;
			out_D = in_D_1;
			out_E = in_E_1;
			out_F = in_F_1;
			out_G = in_G_1;
			out_H = in_H_1;
		end else begin
			out_A = in_A_2;
			out_B = in_B_2;
			out_C = in_C_2;
			out_D = in_D_2;
			out_E = in_E_2;
			out_F = in_F_2;
			out_G = in_G_2;
			out_H = in_H_2;
		end
	end
endmodule
$ cat flow/run.sh
#!/bin/bash
# OpenROAD 26Q1-2900-gdf79404cd8, Yosys 0.63+post, stock flow scripts
make -C /OpenROAD-flow-scripts/flow DESIGN_CONFIG=/design/flow/config.mk WORK_HOME=/design/flow/orfs finish
==> GITHUB_STEP_SUMMARY <==
## Synthesis and layout report

| Metric | Value |
|---|---|
| Status | `finished, violations left` |
| Violated checks | `negative setup slack` |
| AO/OA Area Share | `0%` |
| First-pass GRT wire length | `68.86 mm` |
| Crit path from | `out_H[11]$_DFF_P_` |
| # Cells Yosys | `540` |
| Routed via count | `7475` |
| Vias in the first global route | `8511` |
| Peak VDD IR | `1057 uV` |
| Pleak | `0.007039 uW` |
| DIE WIDTH | `309 um` |
| Total Routed Length | `52.29 mm` |
| Commonest Layout Cell | `clkdlybuf4s50_1` |
| Max-Cap Viols | `0` |
| Setup Crit Path Kind | `register to primary output` |
| Final GP Congestion | `0.9546` |
| Routed WL per cell | `21.42 um` |
| Switching power | `5767 uW` |
| Core Util, Final | `21.65%` |
| Hold Path Origin | `addr` |
| Top cell type by total area after synthesis | `dfxtp_1` |
| Drt via density | `3.062` |
| Num CTS Buffers | `31` |
| WHS Path Cells | `3` |
| ANT nets after route | `0` |
| Required time of the critical path | `880 ps` |
| Comb pwr share | `17.4%` |
| Flop area | `0.005351 mm2` |
| Seq cells post-synth | `256` |
| Final Max-Slew Violation Tally | `0` |
| Final period utilization | `119.6%` |
| Drt pass-1 iters | `6` |
| Core area | `0.08250 mm2` |
| Crit path max fanout | `1` |
| CTS sink cnt | `256` |
| PnR worst setup slack | `-215.2 ps` |
| CTS clock-pin slew for the worst setup and hold paths | `60 ps` |
| Initial antenna violation count | `7` |
| Place WS | `-240.9 ps` |
| Initial drt markers | `260` |
| Measured slew at the worst slew-check pin | `242.6 ps` |
| CP Capture Type | `primary output` |
| Post-Syn Area per Cell | `15.39 um2` |
| Synth Instances | `540` |
| Most frequent logic cells in the routed design | `clkdlybuf4s50_1, mux2_2, buf_2` |
| CP Cell Sequence | `buf_12` |
| Synth Warn # | `1` |
| Max_slew headroom | `83.83%` |
| Layout cells sized above 1 | `52.41%` |
| DRC Markers | `0` |
| Simple-gate share of the synthesized area | `0%` |
| RSZ-0062 raised after global routing | `true` |
| Top-area cell share | `61.65%` |
| GRT Util Overall | `10.38%` |
| Type of origin of the critical path | `register` |
| Die height | `309 um` |
| Deepest clock path buffer count | `3` |
| Crit path time final | `1315 ps` |
| Yosys cell types | `5` |
| Final hold viol count | `0` |
| Synth top area cells | `dfxtp_1, mux2_2, buf_6` |
| CP max stage delay | `370 ps` |
| Largest net degree at the start of global routing | `27` |
| Hpwl dp | `44.35 mm` |
| Yosys adder share | `0%` |
| Final setup violation count | `256` |
| I/O Buffers | `769` |
| Yosys Chip Area | `0.008313 mm2` |
| Total grt overflow | `0` |
| Cell Pwr Density | `1377 mW/mm2` |
| Sw Share | `23.44%` |
| Count of tool warnings | `27` |
| Int Power | `18830 uW` |
| Post-CTS setup buffer count | `0` |
| Top comb family, area | `multiplexers` |
| Buf/Inv on CP | `1` |
| Initial core utilization | `10.08%` |
| Fmax | `0.7603 GHz` |
| I/O pin count | `770` |
| Synthesized area | `0.008313 mm2` |
| Fillers | `8773` |
| MUX area fraction | `34.68%` |
| Hold EP | `out_C[7]$_DFF_P_` |
| Hold crit path type | `input pin to register` |
| CTS tree | `built` |
| Clock power frac | `40.1%` |
| H-tree Lvls | `1` |
| Sequential power share | `42.5%` |
| P&R area growth vs syn | `114.8%` |
| Arrival time worst endpoint | `1100 ps` |
| Sequential fraction of the synthesis area | `61.65%` |
| Die area | `0.09548 mm2` |
| Delay-heaviest family, CP | `flip-flops` |
| Slowest-stage cell, CP | `dfxtp_2` |
| Clock root buffer | `clkbuf_16` |
| Rows | `105` |
| Area of the multi-input gates | `0.002883 mm2` |
| XOR Share, Synth | `0%` |
registers in the layout, summed over array words and instances (netlist names):
register  count
out_A        32
out_C        32
out_D        32
out_B        32
out_H        32
out_G        32
out_F        32
out_E        32
metrics by stage:
| step | power [uW] | std cells | TNS, ps | cell area (um2) | hold slack, ps |
|---|---|---|---|---|---|
| finish | 24600 | 2441 | -36500 | 17860 | 86.70 |
| global route | 25680 | 2440 | -51040 | 17860 | 75.48 |
| CTS | 25200 | 2440 | -53740 | 17730 | 54.45 |
| detailed placement | 15360 | 2383 | -28510 | 17390 | 648.8 |
| global placement | 15390 | 2383 | -24810 | 17390 | 650.0 |
| floorplan | 11190 | 540 | 0 | 8313 | 364.4 |
final cells by class:
cell class | count | area share, %
Timing Repair Buffer | 801 | 40.98
Sequential cell | 256 | 29.96
Multi-Input combinational cell | 256 | 16.14
Tap cell | 1070 | 7.496
Clock buffer | 49 | 5.114
Clock inverter | 8 | 0.2872
Antenna cell | 1 | 0.01401
worst max-delay path by stage:
stage | slack (ps) | end | cells past startpoint
CTS | -280 | out_G[21] | 1
global route | -270 | out_F[30] | 1
finish | -220 | out_H[11] | 1
Yosys cell counts:
cell     number
dfxtp_1     256
mux2_2      256
buf_6        26
buf_2         1
buf_4         1
cells by family (layout without fill, tap and decap cells):
logic type             Yosys count  count (layout)
buffers and inverters           28             858
DFF                            256             256
muxes                          256             256
other                            0               1
routing by layer:
metal,vias up,part of all wire [%],track usage (%)
li1,3496,-,-
met1,3439,37,11.74
met2,476,49,17.67
met3,58,12,4.918
met4,6,2.4,2.124
met5,-,0.069,0
power groups by stage:
stage	Sequential, uW	Clock [uW]	Combinational (uW)
CTS	10500	10400	4370
global route	10500	10600	4580
finish	10500	9870	4270
timing repair:
item                                    4_1_cts  5_1_grt
cloned                                        0        0
hold buffers                                  0        0
endpoints found under the setup margin      256      256
resized                                    1025       34
Power figures rest on the tool's default switching activity, not on a simulated workload.
