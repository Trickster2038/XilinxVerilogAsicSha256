==> flow/design.v <==
`timescale 1ns / 1ps
module control_block(
	clk, reset, in_mem_addr, k_num,
	out_mem_addr, en_mem_out
    );
	input wire clk;
	input wire reset;
	output reg [3:0] in_mem_addr;
	output reg [3:0] out_mem_addr;
	output reg [5:0] k_num;
	output reg en_mem_out;
	reg [10:0] n;
	reg [10:0] n_buf;
	always @(posedge clk or posedge reset) begin
		if (reset == 1) begin
			n <= 0;
			n_buf <= 0;
		end
		else begin 
			if (clk == 1) begin
				n <= n + 1;
				if (n%9 != 0)
				 n_buf <= n_buf + 1;
			end
			k_num = n/19;
			out_mem_addr <= n_buf%8 + 1;
			if (n%9 == 0)
				en_mem_out <= 1;
			else
				en_mem_out <= 0;
			if (n > 0)
			begin
				if (n < 9)
					in_mem_addr <= n;
				else
					in_mem_addr <= 0; 
			end
			else 
				in_mem_addr <= 0;			
		end
	end
endmodule
==> flow/run.sh <==
#!/bin/bash
# OpenROAD 26Q1-2900-gdf79404cd8, Yosys 0.63+post, stock flow scripts
make -C /OpenROAD-flow-scripts/flow DESIGN_CONFIG=/design/flow/config.mk WORK_HOME=/design/flow/orfs finish
==> flow/config.mk <==
export PLATFORM = sky130hd
export DESIGN_NAME = control_block
export DESIGN_NICKNAME = control_block
export VERILOG_FILES = /design/flow/design.v
export SDC_FILE = /design/flow/constraint.sdc
export NUM_CORES = 4
export LEC_CHECK = 1
export CORE_UTILIZATION = 30
==> flow/constraint.sdc <==
current_design control_block

set clk_period 10.1
set clk_io_pct 0.2

create_clock -name clk0 -period $clk_period [get_ports {clk}]

set non_clock_inputs [all_inputs -no_clocks]
set_input_delay [expr $clk_period * $clk_io_pct] -clock clk0 $non_clock_inputs
set_output_delay [expr $clk_period * $clk_io_pct] -clock clk0 [all_outputs]
==> reports/results.txt <==
outcome = finished clean
Pins Over Slew Limit = 0
fp util = 31.1%
DRC Markers = 0
YS warnings = 1
CTS tree = done
Worst Min Path Start = clk
Hold Path Sink = n[0]
Post-synth EDFFs = 15
postcts setup bufs = 0
Setup WS post-layout = 1850 ps
WL per Instance = 16.0 um
Mapped Area = 0.00521 mm^2
Final Util = 37.0%
drt initial violations = 504
Max Clock Skew = 8.85 ps
Synth Register Bits = 29
Top Layout Cells = nor2_1 (67), nand2_1 (63), a21oi_1 (43), xnor2_1 (36), o21ai_0 (35)
post-cts hold-fix buffer tally = 0
post-DP HPWL = 10800 um
vias per cell = 5.86
IO Count = 17
die boundary height = 134 um
async set or reset register ratio after synthesis = 48.3%
cell count of the worst reg-to-reg path = 28
tool warnings = 52
Seq share, synth = 15.4%
sum of negative setup slack = 0 ps
CP Class = flip-flop to flip-flop
area share, top type = 8.65%
cell count in the Yosys report = 689
Tot GR Track Use = 17.3%
Cell variety after synth = 105
CP max stage delay = 620 ps
clock-pin slew on the worst setup and hold paths = 50 ps
R2R Setup Slk = 1850 ps
Area growth syn-to-layout = 18.9%
row count = 47
PortBufs = 16
RSZ-0062 raised after global routing = false
CP startpoint kind = flip-flop
RR Endpoint = n_buf[1]
DRT Pass-1 Iters = 6
Detail Route Antenna Nets = 0
cts repair resizes = 0
top cells, area = edfxtp_1 (8.6%), dfrtp_1 (6.7%), xnor2_1 (6.1%), nor2_1 (4.8%), nand2_1 (4.5%)
Hold WS = 292 ps
Crit Reg-Reg Startpoint = n[7]
CP Capture Type = flip-flop
most frequent logic cell in the layout = nor2_1
crit share post-route = 81.6%
Latency at later pin = 400 ps
worst hold stages = 6
synthesized area per cell = 7.56 um^2
Slew @ Worst Pin = 784 ps
Peak Freq = 0.121 GHz
Worst EP required = 10370 ps
Core ar. = 0.0168 mm^2
initial antenna violation count = 0
chip area = 0.0179 mm^2
largest net degree at the start of global routing = 30
Setup Viol. Count Final = 0
share of layout cells above drive strength 1 = 13.2%
type of the worst min-delay path = clock port to flip-flop
min cycle time layout = 8250 ps
die width = 134 um
Max Fanout on Critical Path = 20
Total Routed Length = 15000 um
Worst slew margin = 47.7%
post-synth top area cell = edfxtp_1
number of global-route vias before repair = 5208
DP Worst Slack = 1990 ps
Top FF cell, synth = edfxtp_1
final hold vios = 0
yosys stat chip area = 0.00521 mm^2
Ant. Diodes = 0
Max Cap Violations = 0
Placed Instance Area = 0.00554 mm^2
Final GP Congestion = 0.912
Critical Path AT = 8520 ps
GR Overflow Total = 0
via count = 5469
Worst path slowest cell = dfrtp_1
first-pass GRT wire length = 25000 um
Syn Inst Count = 689
cell area after layout = 0.00619 mm^2
## Yosys cell counts, drive strengths merged, types with 12 or more instances
library cell,number
nand2,65
dfrtp,14
nand2b,12
xnor2,38
buf,16
and2,16
xor2,13
nand3,27
inv,21
nor2,69
a21oi,47
edfxtp,15
nor3,32
clkbuf,15
o21ai,53
nand4,12
## how the worst max path moves through the flow
stage,slack [ps],cells after the start,from,endpoint
CTS,1920,27,n[6],k_num[0]
global route,1150,30,n[7],n_buf[1]
finish,1850,28,n[7],n_buf[1]
## critical path: cells and delay by family (launching register included)
kind	cells	cell delay, ps
xor gates and xnor gates	1	280
AOI/OAI and AO/OA	14	3970
muxes	1	310
and+or+nand+nor	7	1880
adders and majority gates	2	670
buffers and inverters	3	410
DFF	1	620
## per-layer routing
metal,wire (um),up-vias,track usage [%]
met1,6790,2525,24.3
li1,-,2672,-
met2,6830,232,26.4
met3,847,40,2.49
met5,0,-,0
met4,494,0,7.64
## sequential cells by signal, summed over array words and instances (netlist names)
register,flops
k_num,6
n,11
en_mem_out,1
out_mem_addr,4
in_mem_addr,4
n_buf,3
## final cells by class
class	count	area, um^2
flip-flops and latches	29	801
multi-input cells	607	4170
fillers	1648	10600
repair buffers	23	213
clock inverters	3	37.5
inverters	22	82.6
well taps	220	275
clock buffers	29	619
## kinds of logic (layout without fill, tap and decap cells)
kind of cell | count (synthesis) | after routing | share of synthesized area (%)
AOI/OAI and AO/OA | 236 | 236 | 34.6
muxes | 19 | 19 | 3.89
buffers and inverters | 53 | 77 | 4.64
adders and majority gates | 13 | 13 | 3.03
and+or+nand+nor | 288 | 288 | 29.4
xor gates and xnor gates | 51 | 51 | 9.01
DFF | 29 | 29 | 15.4
## stage by stage
stage	cells
2_1_floorplan	689
3_3_place_gp	901
3_5_place_dp	901
6_report	933
5_1_grt	933
4_1_cts	933
