[config.mk]
export PLATFORM = sky130hd
export DESIGN_NAME = func_t1
export DESIGN_NICKNAME = func_t1
export VERILOG_FILES = /design/flow/design.v
export SDC_FILE = /design/flow/constraint.sdc
export NUM_CORES = 4
export LEC_CHECK = 1
export CORE_UTILIZATION = 50
[constraint.sdc]
current_design func_t1

set clk_period 25.5
set clk_io_pct 0.2

create_clock -name clk0 -period $clk_period

set non_clock_inputs [all_inputs -no_clocks]
set_input_delay [expr $clk_period * $clk_io_pct] -clock clk0 $non_clock_inputs
set_output_delay [expr $clk_period * $clk_io_pct] -clock clk0 [all_outputs]
[design.v]
`timescale 1ns / 1ps
`timescale 1ns / 1ps
`timescale 1ns / 1ps
module right_cyclic_shift #(parameter N=1) 
	(num, out);
	input wire[31:0] num;
	output reg[31:0] out;
	integer i;
	always @* begin
		out = num;
		for(i=0; i<N; i=i+1) begin
			out[31:0] = {out[0], out[31:1]};
	 	end
	end
endmodule
module func_sigma1(in_E, func);
	input wire[31:0] in_E;
	output wire[31:0] func;
	wire[31:0] E6, E11, E25;
	right_cyclic_shift #(6) 
	E6_node( .out (E6), .num (in_E));
	right_cyclic_shift #(11) 
	E11_node( .out (E11), .num (in_E));
	right_cyclic_shift #(25) 
	E25_node( .out (E25), .num (in_E));	
	assign func = E6 ^ E11 ^ E25;
endmodule
`timescale 1ns / 1ps
module func_ch(in_E, in_F, in_G, func);
	input wire[31:0] in_E, in_F, in_G;
	output wire[31:0] func;
	assign func = (in_E & in_F) ^ ((~in_E) & in_G);
endmodule
module func_t1
(in_E, in_F, in_G, in_H, in_Ki, in_Wi, func);
	input wire[31:0] in_E; 
	input wire[31:0] in_F;
	input wire[31:0] in_G;
	input wire[31:0] in_H;
	input wire[31:0] in_Ki;
	input wire[31:0] in_Wi;
	output wire[31:0] func;
	wire[31:0] wire_sigma1;
	wire[31:0] wire_Ch;
	func_sigma1 s1(.in_E(in_E), 
		.func(wire_sigma1));
	func_ch ch(.in_E(in_E), .in_F(in_F),
		.in_G(in_G), .func(wire_Ch));
	assign func = in_H + wire_sigma1 + wire_Ch +
			in_Ki + in_Wi;
endmodule
[run.sh]
#!/bin/bash
# OpenROAD 26Q1-2900-gdf79404cd8, Yosys 0.63+post, stock flow scripts
make -C /OpenROAD-flow-scripts/flow DESIGN_CONFIG=/design/flow/config.mk WORK_HOME=/design/flow/orfs finish
==> GITHUB_STEP_SUMMARY <==
## Implementation flow summary

| Metric | Value |
|---|---|
| Run status | complete, no violations |
| Main area contributors | sky130_fd_sc_hd__fa_1 (34%), sky130_fd_sc_hd__inv_1 (17%), sky130_fd_sc_hd__xnor2_1 (14%) |
| Floorplan utilization | 52.02% |
| Antenna violations before repair | 0 |
| Cycle use final | 58.47% |
| Final-layout clock buffer total | 0 |
| Total placed cells including tap cells | 1025 |
| Total DRC errors in the routed layout | 0 |
| Area of the core | 10420 sq um |
| Via count of the first global-routing pass | 5197 |
| Global-route total usage across every layer | 32.02% |
| Data arrival, critical path | 9810 ps |
| Overflow left after global routing | 0 |
| Endpoint kind of the worst setup timing path | primary output |
| Wire length of the first global-routing pass | 25.93 mm |
| Largest net degree at the start of global routing | 10 |
| First DRT Iteration DRCs | 169 |
| Total of cells resized after clock tree synthesis | 0 |
| Crit path time final | 14910 ps |
| Die boundary width | 106.1 um |
| Fraction of layout instances using a drive strength above 1 | 1.125% |
| Crit path DRT | 20400 ps |
| Fraction of synthesized cell area taken by the top area cell type | 33.99% |
| Count of placed standard cells in the final layout, fillers left out | 1025 |
| Chip height | 106.1 um |
| Antenna diode count | 0 |
| Synthesized area per cell | 7.786 sq um |
| Final Hold Slack | 11400 ps |
| Total area of sequential cells | 0 sq um |
| Max FO, Critical Path | 3 |
| Total die area | 11260 sq um |
| Sequential cell count of the final layout | 0 |
| Antenna Nets Post-Route | 0 |
| Category of the critical setup timing path | input port to primary output |
| Transition time of the tightest slew-check pin | 477.0 ps |
| Final wirelength | 16.26 mm |
| Vias post-DR | 4945 |
| Yosys-reported design area after synthesis | 5419 sq um |
| Sequential Power Share | 0% |
| Total negative slack for setup checks | 0 ps |
| Worst hold path depth | 4 |
| Yosys warning total | 3 |
| Switching Share | 45.93% |
| I/O Pins | 224 |
| Number of cells in Yosys stat | 696 |
| Finished Cell Area | 7691 sq um |
| IO Port Bufs | 224 |
| Max Cap Viol | 0 |
| Worst Setup Start Kind | input port |
| Share of the yosys chip area belonging to registers | 0% |
| Total number of warnings across the stage logs | 33 |
| Yosys top cell by area | sky130_fd_sc_hd__fa_1 |
| Final Wtd Congestion | 0.9854 |
| Library cells used by synthesis | 42 |
| Final setup violation count | 0 |
| Clock network power share | 0% |
| Area grow syn2layout | 41.93% |
| Maximum ir drop on the vdd rail | 0.0001006 V |
| Synthesized instance count | 696 |
| Final-report max-slew violation count | 0 |
| Routed length per placed instance | 15.86 um |
| Standby leakage power | 0.003854 uW |
| Max-slew headroom at the worst pin | 67.97% |
| First drt pass iteration count | 5 |
| Cell area after synthesis | 5419 sq um |
| Internal power summed over all cells | 416.6 uW |
| Std cell rows | 37 |
| Post-detail-place hpwl | 15.21 mm |
| Filler cells | 680 |
| Post-placement cell area | 7691 sq um |
| Setup repair after global routing missed its margin | false |
| Number of hold buffers added after cts | 0 |
| Hold Fails Final Rpt | 0 |
| Share of total power in combinational logic | 100.0% |
| Hold WC Path Type | input port to primary output |
| Achievable frequency | 67.07 MHz |
| Final Core Density | 73.84% |
| Average vias per placed instance | 4.824 |
| Total net switching power | 353.9 uW |
| Number of buffers inserted to repair setup after CTS | 0 |
| Power Dens Cells | 100.2 nW/um^2 |
==> power by group through the flow <==
stage / registers, uW / clock network (uW) / logic (uW)
after CTS: 0 / 0 / 773
after global routing: 0 / 0 / 858
final: 0 / 0 / 771
==> worst max-delay path, cell delays in order <==
cell                              delay [ps]
sky130_fd_sc_hd__clkdlybuf4s50_1         450
sky130_fd_sc_hd__inv_1                    50
sky130_fd_sc_hd__fa_1                    510
sky130_fd_sc_hd__fa_1                    520
sky130_fd_sc_hd__fa_1                    470
sky130_fd_sc_hd__inv_1                    70
sky130_fd_sc_hd__ha_1                    170
sky130_fd_sc_hd__inv_1                    60
sky130_fd_sc_hd__fa_1                    390
sky130_fd_sc_hd__nand2b_1                180
sky130_fd_sc_hd__a21oi_1                 270
sky130_fd_sc_hd__o211ai_1                200
sky130_fd_sc_hd__a21oi_1                 320
sky130_fd_sc_hd__o31ai_1                 190
sky130_fd_sc_hd__o21bai_1                220
sky130_fd_sc_hd__xnor2_1                 150
sky130_fd_sc_hd__clkdlybuf4s50_1         500
==> metal layers <==
| layer | vias up | track usage (%) | wire [um] |
|---|---|---|---|
| met5 | - | 0 | 0 |
| met4 | 0 | 5.357 | 308 |
| met3 | 20 | 11.38 | 1938 |
| met2 | 237 | 50.93 | 7659 |
| met1 | 2274 | 44.36 | 6350 |
| li1 | 2414 | - | - |
==> synth_stat cells (2+ instances only) <==
cell	number
sky130_fd_sc_hd__a21o_1	5
sky130_fd_sc_hd__a21oi_1	34
sky130_fd_sc_hd__a31oi_1	2
sky130_fd_sc_hd__a41oi_1	2
sky130_fd_sc_hd__clkbuf_1	27
sky130_fd_sc_hd__fa_1	92
sky130_fd_sc_hd__ha_1	32
sky130_fd_sc_hd__inv_1	249
sky130_fd_sc_hd__mux2_2	5
sky130_fd_sc_hd__mux2i_1	28
sky130_fd_sc_hd__nand2_1	23
sky130_fd_sc_hd__nand2b_1	3
sky130_fd_sc_hd__nand3_1	4
sky130_fd_sc_hd__nand4_1	4
sky130_fd_sc_hd__nand4b_1	2
sky130_fd_sc_hd__nor2_1	19
sky130_fd_sc_hd__nor2b_1	5
sky130_fd_sc_hd__nor3_1	8
sky130_fd_sc_hd__nor3b_1	2
sky130_fd_sc_hd__o211ai_1	5
sky130_fd_sc_hd__o21a_1	6
sky130_fd_sc_hd__o21ai_0	16
sky130_fd_sc_hd__o21bai_1	7
sky130_fd_sc_hd__o31ai_1	2
sky130_fd_sc_hd__xnor2_1	88
sky130_fd_sc_hd__xor2_1	10
==> cells in the final DEF (no fill, tap or decap), drive strengths merged, types with 6 or more instances in the layout <==
| cell | synthesis | layout |
|---|---|---|
| inv | 249 | 249 |
| clkdlybuf4s50 | 0 | 224 |
| fa | 92 | 92 |
| xnor2 | 88 | 88 |
| a21oi | 35 | 35 |
| ha | 32 | 32 |
| mux2i | 28 | 28 |
| nand2 | 23 | 23 |
| nor2 | 19 | 19 |
| o21ai | 16 | 16 |
| xor2 | 10 | 10 |
| nor3 | 8 | 8 |
| o21bai | 7 | 7 |
| o21a | 7 | 7 |
| a21o | 6 | 6 |
==> cell families after synthesis <==
| family | Yosys count | share of synthesized area [%] |
|---|---|---|
| compound gates | 88 | 10.37 |
| xor+xnor | 98 | 15.84 |
| fa+ha+maj | 124 | 41.38 |
| buf+inv | 280 | 19.83 |
| mux | 33 | 6.211 |
| simple gates | 73 | 6.373 |
==> layout make-up <==
cell class | count | area, sq um | area share (%)
Multi-Input combinational cell | 416 | 4344 | 56.48
Timing Repair Buffer | 224 | 2242 | 29.15
Inverter | 249 | 934.6 | 12.15
Tap cell | 136 | 170.2 | 2.212
==> per-stage QoR <==
step	power, uW	worst slack [ps]
floorplan	432.7	11940
global placement	760.7	10680
detailed placement	765.7	10590
CTS	772.9	10580
global route	858.2	10310
finish	770.5	10590
==> path summary, 6_finish.rpt <==
path     from        to
max   in_H[1]  func[31]
min   in_F[0]   func[0]
Power is estimated from default activity; no workload was simulated.
